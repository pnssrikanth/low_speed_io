===== design/flow/config.mk =====
export PLATFORM = sky130hd
export DESIGN_NAME = power_mgmt
export DESIGN_NICKNAME = power_mgmt
export VERILOG_FILES = /design/flow/design.v
export SDC_FILE = /design/flow/constraint.sdc
export NUM_CORES = 4
export LEC_CHECK = 1
export CORE_AREA = 10 10 82 82
export DIE_AREA = 0 0 92 92

===== design/flow/constraint.sdc =====
current_design power_mgmt

set clk_period 2.5
set clk_io_pct 0.2

create_clock -name clk0 -period $clk_period [get_ports {i_sys_clk}]

set non_clock_inputs [all_inputs -no_clocks]
set_input_delay [expr $clk_period * $clk_io_pct] -clock clk0 $non_clock_inputs
set_output_delay [expr $clk_period * $clk_io_pct] -clock clk0 [all_outputs]

===== design/flow/design.v =====
module power_mgmt #(
    parameter IDLE_TIMEOUT = 1000,         
    parameter SLEEP_EN = 1,                
    parameter WAKE_ON_BUS = 1              
)(
    input  wire        i_sys_clk,          
    input  wire        i_rst_n,            
    input  wire [1:0]  i_power_state_req,  
    input  wire        i_wake_up_en,       
    output reg [1:0]   o_power_state_ack,  
    output reg         o_wake_up_event,    
    input  wire        i_bus_activity,     
    input  wire        i_reg_access,       
    output reg         o_core_clk_en,      
    output reg         o_reg_clk_en,       
    output reg         o_fsm_clk_en,       
    output wire        o_in_low_power      
);
    localparam [1:0] PWR_ACTIVE = 2'b00;
    localparam [1:0] PWR_IDLE   = 2'b01;
    localparam [1:0] PWR_SLEEP  = 2'b10;
    localparam [1:0] PWR_OFF    = 2'b11;
    reg [1:0]   current_state;
    reg [15:0]  idle_counter;
    reg         activity_detected;
    reg         wake_up_pending;
    always @(posedge i_sys_clk or negedge i_rst_n) begin
        if (!i_rst_n) begin
            activity_detected <= 1'b0;
        end else begin
            activity_detected <= i_bus_activity || i_reg_access;
        end
    end
    always @(posedge i_sys_clk or negedge i_rst_n) begin
        if (!i_rst_n) begin
            current_state     <= PWR_ACTIVE;
            o_power_state_ack <= PWR_ACTIVE;
            idle_counter      <= 16'd0;
            wake_up_pending   <= 1'b0;
            o_wake_up_event   <= 1'b0;
        end else begin
            case (current_state)
                PWR_ACTIVE: begin
                    o_power_state_ack <= PWR_ACTIVE;
                    idle_counter      <= 16'd0;
                    if (i_power_state_req == PWR_IDLE && idle_counter >= IDLE_TIMEOUT) begin
                        current_state <= PWR_IDLE;
                    end else if (i_power_state_req == PWR_SLEEP && SLEEP_EN) begin
                        current_state <= PWR_SLEEP;
                    end else if (i_power_state_req == PWR_OFF) begin
                        current_state <= PWR_OFF;
                    end
                end
                PWR_IDLE: begin
                    o_power_state_ack <= PWR_IDLE;
                    if (activity_detected) begin
                        current_state <= PWR_ACTIVE;
                    end else if (i_power_state_req == PWR_SLEEP && SLEEP_EN) begin
                        current_state <= PWR_SLEEP;
                    end else if (i_power_state_req == PWR_OFF) begin
                        current_state <= PWR_OFF;
                    end
                end
                PWR_SLEEP: begin
                    o_power_state_ack <= PWR_SLEEP;
                    if ((WAKE_ON_BUS && i_bus_activity) || i_reg_access || wake_up_pending) begin
                        current_state   <= PWR_ACTIVE;
                        o_wake_up_event <= 1'b1;
                        wake_up_pending <= 1'b0;
                    end else if (i_power_state_req == PWR_OFF) begin
                        current_state <= PWR_OFF;
                    end
                end
                PWR_OFF: begin
                    o_power_state_ack <= PWR_OFF;
                    if (wake_up_pending) begin
                        current_state   <= PWR_ACTIVE;
                        o_wake_up_event <= 1'b1;
                        wake_up_pending <= 1'b0;
                    end else if (i_wake_up_en) begin
                        wake_up_pending <= 1'b1;
                    end
                end
                default: begin
                    current_state <= PWR_ACTIVE;
                end
            endcase
            if (current_state == PWR_ACTIVE && !activity_detected) begin
                if (idle_counter < IDLE_TIMEOUT) begin
                    idle_counter <= idle_counter + 16'd1;
                end
            end else begin
                idle_counter <= 16'd0;
            end
            if (o_wake_up_event) begin
                o_wake_up_event <= 1'b0;
            end
        end
    end
    always @(*) begin
        case (current_state)
            PWR_ACTIVE: begin
                o_core_clk_en = 1'b1;
                o_reg_clk_en  = 1'b1;
                o_fsm_clk_en  = 1'b1;
            end
            PWR_IDLE: begin
                o_core_clk_en = 1'b1;
                o_reg_clk_en  = 1'b0;   
                o_fsm_clk_en  = 1'b0;   
            end
            PWR_SLEEP: begin
                o_core_clk_en = 1'b0;   
                o_reg_clk_en  = 1'b0;
                o_fsm_clk_en  = 1'b0;
            end
            PWR_OFF: begin
                o_core_clk_en = 1'b0;
                o_reg_clk_en  = 1'b0;
                o_fsm_clk_en  = 1'b0;
            end
            default: begin
                o_core_clk_en = 1'b1;
                o_reg_clk_en  = 1'b1;
                o_fsm_clk_en  = 1'b1;
            end
        endcase
    end
    assign o_in_low_power = (current_state != PWR_ACTIVE);
endmodule

===== design/flow/run.sh =====
#!/bin/bash
# OpenROAD 26Q1-2900-gdf79404cd8, Yosys 0.63+post, stock flow scripts
make -C /OpenROAD-flow-scripts/flow DESIGN_CONFIG=/design/flow/config.mk WORK_HOME=/design/flow/orfs finish

==> notes.md <==
impl run done, here's what came out: cycle use final 0.886, synthesis area per yosys 0.00105 sq mm, Post-Syn Area 0.00105 sq mm, critical path type flip-flop to primary output, CTS tree done, Max Cap Viol 0, Synth mux share 0.00955, number of diodes 0, Seq share, synth 0.549, Die Span Y 92 um, share of post-route cells with drive strength above 1 0.0407, max-slew violations 0, clk sinks 23, Chip Area 0.00846 sq mm, Largest logic family simple AND/OR/NAND/NOR gates, Longest Clk Path Bufs 2, CP peak stage delay 500 ps, Post-synth EDFFs 0, IO Count 14, crit-path cells inv_1 > ha_1 > nor2_1 > clkdlybuf4s50_1, final setup vio count 0, clock-pin slew on the worst setup and hold paths 80 ps, Syn Inst Count 102, unrepaired setup endpoints after global routing false, post-CTS sizing 0, Pwr Total 976 uW, I/O Buffers 13, vias in the first global route 744, clock skew 2.37 ps, H-tree depth 1, Via density 3.78, Final GP Congestion 0.850, Place WS 552 ps, status finished clean, Leak 0.535 nW, Basic Gates by Area 0.179, CP top delay family buffers and inverters, Cell area leaders dfrtp_1 (55%), ha_1 (7.2%), nor2_1 (7.2%), xnor2_1 (5.0%), inv_1 (3.2%), ys cells 102, Max IR drop VDD 0.294 mV, synthesis-to-finish area growth 25.8%, CTS buffer count 3, crit-path max FO 6, Tmin final 2210 ps, Iter 0 DRT Violations 25, ao+oa area frac 0.0704, CP Buf/Inv Count 2, average size of a mapped cell 10.3 sq um, Post-CTS Setup Bufs 0, Setup TNS 0 ps, die width 92 um, Post-DP HPWL 1350 um, Max Clk Rate 0.452 GHz, Residual DRC 0, Routed WL 1850 um, remaining antenna violation count 0, DR WL/cell 9.56 um, Adder Area Share 0.0716, stage-log warning count 31, Fin. Hold Viols 0, Crit-path slowest cell clkdlybuf4s50_1, top post-synthesis cells by count dfrtp_1 (23), nor2_1 (20), inv_1 (9), critical path launch point type flip-flop, Post-Synth XOR/XNOR Area 0.0668, Setup WS post-layout 286 ps, FP Core Util 0.207, largest net degree at the start of global routing 24, Required @ worst endpoint 2000 ps, Yosys warning count 1, Row Count 26, ys async rst share 1.00, Worst Hold Class flip-flop to flip-flop, Synth cell types 24, Synth area leader dfrtp_1, Total GRT Usage 0.0448, first-pass GRT wire length 3360 um, initial antenna violation count 0, drt pass-1 iters 4, Top-area cell share 0.549, Critical Path AT 1710 ps, clk root buf clkbuf_8, core area 0.00507 sq mm, Registers, synthesis 23, crit end category primary output, via count 729, clk ins delay skew pair 260 ps, grt total ovfl 0, Yosys top cell by instances dfrtp_1, ys flop type dfrtp_1, PwrDens 740 mW/mm^2, CTS Hold Bufs 0
-- where the power goes --
group / internal, mW / switching [mW] / leakage, nW
sequential: 0.417 / 0.0347 / 0.298
clock: 0.114 / 0.114 / 0.0228
combinational: 0.174 / 0.122 / 0.213
-- flip-flops by register name, summed over array words and instances (netlist names) --
signal and count:
idle_counter 16, wake_up_pending 1, current_state 2, o_power_state_ack 2
activity_detected 1, o_wake_up_event 1
-- routing by layer --
layer  global-route usage  up-vias  part of all wire
met5                    0        -                 0
met4               0.0129        0             0.026
met3              0.00577        4             0.020
met2               0.0688       14              0.48
met1               0.0646      341              0.47
li1                     -      370                 -
-- layout make-up --
| class | count | area (sq um) |
|---|---|---|
| fillers | 562 | 3760 |
| flip-flops and latches | 23 | 576 |
| repair buffers | 14 | 138 |
| multi-input cells | 73 | 439 |
| clock buffers | 4 | 45.0 |
| well taps | 70 | 87.6 |
| inverters | 9 | 33.8 |
-- cell usage in the layout, fill, tap and decap left out --
cell type        instances
o32a_1                   1
ha_1                     6
clkbuf_8                 3
buf_4                    1
nand2_1                  5
nor3_1                   3
a22oi_1                  1
or3_1                    2
o211ai_1                 1
mux2i_1                  1
dfrtp_1                 23
and4b_1                  1
nand2b_1                 1
xor2_1                   2
nor4_2                   1
a21oi_1                  4
o21ai_0                  4
a221oi_1                 1
nor2_1                  20
clkdlybuf4s50_1         13
inv_1                    9
xnor2_1                  6
nand4_1                  2
clkbuf_1                 1
conb_1                   6
nand3_1                  5
-- worst paths after layout --
check / startpoint / end / slack [ps] / cells after the start
min reg2reg: o_wake_up_event / o_wake_up_event / 430 / 1
min in group asynchronous: i_rst_n / idle_counter[0] / 580 / 2
max: current_state[0] / o_core_clk_en / 290 / 4
min: o_wake_up_event / o_wake_up_event / 430 / 1
max in group asynchronous: i_rst_n / o_power_state_ack[0] / 1690 / 2
max reg2reg: current_state[0] / idle_counter[6] / 810 / 5
-- through the flow --
step | std cells | instance area (sq um) | hold slack [ps] | utilization
4_1_cts | 193 | 1320 | 433 | 0.260
5_1_grt | 193 | 1320 | 436 | 0.260
3_3_place_gp | 189 | 1270 | 426 | 0.251
2_1_floorplan | 107 | 1070 | 204 | -
6_report | 193 | 1320 | 430 | 0.260
3_5_place_dp | 189 | 1270 | 417 | 0.251
-- logic make-up after synthesis --
| kind of cell | after synthesis |
|---|---|
| AND-OR/OR-AND | 12 |
| XOR/XNOR | 8 |
| adder cells (fa/ha/maj) | 6 |
| buffers and inverters | 11 |
| flip-flops | 23 |
| multiplexers | 1 |
| other | 1 |
| AND/OR/NAND/NOR | 40 |
Power and IR drop assume default switching activity.
