## flow/run.sh

```bash
#!/bin/bash
# OpenROAD 26Q1-2900-gdf79404cd8, Yosys 0.63+post, stock flow scripts
make -C /OpenROAD-flow-scripts/flow DESIGN_CONFIG=/design/flow/config.mk WORK_HOME=/design/flow/orfs finish
```

## flow/config.mk

```make
export PLATFORM = sky130hd
export DESIGN_NAME = i2c_master
export DESIGN_NICKNAME = i2c_master
export VERILOG_FILES = /design/flow/design.v
export SDC_FILE = /design/flow/constraint.sdc
export NUM_CORES = 4
export LEC_CHECK = 1
export CORE_AREA = 10 10 70 70
export DIE_AREA = 0 0 80 80
```

## flow/constraint.sdc

```tcl
current_design i2c_master

set clk_period 1.0
set clk_io_pct 0.2

create_clock -name clk0 -period $clk_period [get_ports {clk}]

set non_clock_inputs [all_inputs -no_clocks]
set_input_delay [expr $clk_period * $clk_io_pct] -clock clk0 $non_clock_inputs
set_output_delay [expr $clk_period * $clk_io_pct] -clock clk0 [all_outputs]
```

## flow/design.v

```verilog
module i2c_master #(
    parameter AUTOMOTIVE_MODE = 0,   
    parameter WATCHDOG_EN = 0,       
    parameter PARITY_EN = 0          
)(
    input wire clk,           
    input wire rst_n,         
    input wire [6:0] slave_addr,   
    input wire [7:0] data_in,      
    input wire start,              
    output reg [7:0] data_out,     
    output reg ack,                
    output reg busy,               
    inout wire sda,                
    output reg scl,                
);
localparam IDLE = 0;
localparam START = 1;
localparam SEND_ADDR = 2;
localparam SEND_DATA = 3;
localparam RECEIVE_DATA = 4;
localparam STOP = 5;
reg [2:0] state;
reg [3:0] bit_cnt;
reg sda_out;
reg sda_dir;   
assign sda = sda_dir ? sda_out : 1'bz;
always @(posedge clk or negedge rst_n) begin
    if (!rst_n) begin
        state <= IDLE;
        busy <= 0;
        scl <= 1;
        sda_dir <= 1;
        sda_out <= 1;
    end else begin
        case (state)
            IDLE: begin
                if (start) begin
                    state <= START;
                    busy <= 1;
                end
            end
            START: begin
                sda_out <= 0;
                scl <= 1;
                state <= SEND_ADDR;
                bit_cnt <= 7;
            end
            default: state <= IDLE;
        endcase
    end
end
endmodule
```

==> run summary <==
yosys + openroad results -> TritonCTS Buffers 3, sequential area share after synthesis 52.3%, IO Port Bufs 3, # Cells Yosys 22, TritonCTS Sinks 5, fp_density 7.14%, number of enable flip-flop cells 0, Post-synth area hogs buf_4, dfrtp_1, dfstp_2, Hold-fix buffers, CTS 0, outcome did not finish, Post-synth top cells buf_4, dfrtp_1, conb_1, dfstp_2, ys async rst share 100%, post-CTS setup buffers 0, die extent in x 80 um, ys flops 5, post-CTS sizing 3, DP Wirelength 344 um, Ports 30, Placed Area 287 um^2, synth warn 11, cells after synthesis 22, dominant cell by count in the synthesized netlist buf_4, Cell Area, Synth 244 um^2, mean post-synth cell area 11.1 um^2, Cell Count Post-Placement 69, stop err [error] [KeplerFormal.cpp:679] Workflow failed: Iso has multiple drivers: .sda0, sda$_DFFE_PN1P_.Q0, YS chip area 244 um^2, top area contributor share 30.8%, site row count 21, clock root buffer clkbuf_4, Die Ht 80 um, Cell variety after synth 9, H-tree levels 1, routability cong. 0.594, Dominant flop cell dfrtp_1, setup slack after placement -88.7 ps, stopping stage clock tree synthesis (4_1_cts), Yosys top cell by area buf_4, CTS max path bufs 2
-- logic make-up after synthesis --
| family | synth area share, % |
|---|---|
| flops | 52.3 |
| buf+inv | 32.3 |
| simple gates | 8.72 |
| other cells | 3.08 |
| compound gates | 3.59 |
-- through the flow --
step,total power [W],util (%)
floorplan,0.000240,-
global placement,0.000228,8.39
detailed placement,0.000228,8.39
No activity file was given, so power comes from the tool's default toggle rates.
